<file path="flow/config.mk">
export PLATFORM = sky130hd
export DESIGN_NAME = lab3
export DESIGN_NICKNAME = lab3
export VERILOG_FILES = /design/flow/design.v
export SDC_FILE = /design/flow/constraint.sdc
export NUM_CORES = 4
export LEC_CHECK = 1
export CORE_UTILIZATION = 40
export SYNTH_HDL_FRONTEND = slang
</file>
<file path="flow/constraint.sdc">
current_design lab3

set clk_period 3.2
set clk_io_pct 0.2

create_clock -name clk0 -period $clk_period [get_ports {clk}]

set non_clock_inputs [all_inputs -no_clocks]
set_input_delay [expr $clk_period * $clk_io_pct] -clock clk0 $non_clock_inputs
set_output_delay [expr $clk_period * $clk_io_pct] -clock clk0 [all_outputs]
</file>
<file path="flow/design.v">
module bcd2hex(
	       output logic [6:0] hexSeg,
	       input logic [3:0] bcd
	       );
	always_comb case(bcd)
		4'b0000 : hexSeg = 7'b1000000;
		4'b0001 : hexSeg = 7'b1111001;
		4'b0010 : hexSeg = 7'b0100100;
		4'b0011 : hexSeg = 7'b0110000;
		4'b0100 : hexSeg = 7'b0011001;
		4'b0101 : hexSeg = 7'b0010010;
		4'b0110 : hexSeg = 7'b0000010;
		4'b0111 : hexSeg = 7'b1111000;
		4'b1000 : hexSeg = 7'b0000000;
		4'b1001 : hexSeg = 7'b0011000;
		4'b1010 : hexSeg = 7'b0001000;
		4'b1011 : hexSeg = 7'b0000011;
		4'b1100 : hexSeg = 7'b1000110;
		4'b1101 : hexSeg = 7'b0100001;
		4'b1110 : hexSeg = 7'b0000110;
		4'b1111 : hexSeg = 7'b0001110;
		default : hexSeg = 7'b1111110;
	endcase
endmodule
module counterUp #(parameter WIDTH=12, bit [WIDTH-1:0] ENDVAL = 4095)
   (output logic [WIDTH-1:0] val,
    output logic 	    wrap,
    input logic 	    enab,
    input logic 	    rst,
    input logic 	    clk);
   logic [WIDTH-1:0] 	    next_val;
   logic [WIDTH-1:0] 	    valPlusOne;
   assign valPlusOne  = val + 'b1;
   assign wrap = (val == ENDVAL);
   assign next_val = rst ? {WIDTH{1'b0}} :              
		     enab ?                             
		     (~wrap ? valPlusOne  : {WIDTH{1'b0}}) :        
		     val;                               
   always_ff @(posedge clk) begin
      val <= next_val;
   end
endmodule  
module counterDn #(parameter WIDTH=12, parameter [WIDTH-1:0] STARTVAL = 4095)
   (output logic [WIDTH-1:0] val,    
    output logic zero,   
    input logic [WIDTH-1:0] startVal,   
    input logic  enab,   
    input logic  rst,   
    input logic  clk);
   logic [WIDTH-1:0] 	    next_val;
   logic [WIDTH-1:0] 	    valMinusOne;
   assign valMinusOne = val - 'b1;
   assign zero = (val == 'b0);
   assign next_val = rst ? startVal :                   
		     enab ?                             
		     (~zero ? valMinusOne : startVal) :     
		     val;                               
   always_ff @(posedge clk) begin
      val <= next_val;
   end
endmodule  
module lab3 (
       output logic [6:0] HEX5,    
       output logic [6:0] HEX4, 
       output logic [6:0] HEX3,
       output logic [6:0] HEX1,
       output logic [6:0] HEX0,
       output logic [9:0] LEDR,    
       input logic [9:0]  SW,      
       input logic  clk,     
       input logic  rst);    
   logic timerCntEn;
   logic timerRst;
	logic uTimerCntEn;
	logic uTimerRst;
	logic scoreCntEn;
	logic scoreCntRst;
	logic rndSeqEn;
	logic rndSeqRst;
	logic seqCntEn;
	logic seqCntRst;
	logic lightAllSl;
	logic lightRndSl;
	logic simonsTurn;
	logic fini;
   wire [5:0] timerVal;
   wire       timerOut;
   wire       timerGtN;
   assign timerGtN = (timerVal > 2);
   logic [5:0] countStart;
   assign countStart = 6;  
   counterDn #(6) timerCnt  (
        .val(timerVal),
        .zero(timerOut),
        .startVal(countStart),
        .enab(timerCntEn),
        .rst(timerRst),
        .clk(clk));
   wire [5:0] uTimerVal;
   wire       uTimerOut;
   wire       uTimerGtN;
   assign uTimerGtN = (uTimerVal > 0);
   logic [5:0] uCountStart;
   assign uCountStart = 20;  
   counterDn #(6) 
       Cnt  (
        .val(uTimerVal),                   
        .zero(uTimerOut), 
        .startVal(uCountStart),           
        .enab(uTimerCntEn),
        .rst(uTimerRst),
        .clk(clk));
	wire scoreWrap;  
   wire [7:0] score;
   counterUp #(8,127) scoreCnt (
        .val(score),
        .wrap(scoreWrap),
        .enab(scoreCntEn),                   
        .rst(scoreCntRst), 
		  .clk(clk));
	wire seqWrap;   
   wire seqEqScore;
	logic [7:0] seqVal;
   counterUp #(8, 255) sequenceCnt (
        .val(seqVal),
        .wrap(seqWrap),
        .enab(seqCntEn),                     
        .rst(seqCntRst), .clk(clk));
	assign seqEqScore = seqVal == score;
	wire [7:0] rndVal;
   poly poly (
        .val(rndVal),
        .seed({2'b0, SW[8:4], 1'b1}),  
        .taps(8'b1011_1000),    
        .enab(rndSeqEn),
        .rst(rndSeqRst),
        .clk(clk));
  wire [3:0] lights;
	wire b1;
	wire b0;
	assign b1 = rndVal[4] ? 1'b1 : 1'b0;
	assign b0 = rndVal[2] ? 1'b1 : 1'b0;
  assign lights = b1 * 2 + b0;
  assign anySwitch = (SW[0] || SW[1] || SW[2] || SW[3]);
	logic [7:0] switchOnIdx;
	always_comb begin
		if (SW[0]) begin
			switchOnIdx = 0;
		end else if (SW[1]) begin
			switchOnIdx = 1;
		end else if (SW[2]) begin
			switchOnIdx = 2;
		end else if (SW[3]) begin
			switchOnIdx = 3;
		end else begin
			switchOnIdx = -1;
		end
	end
  assign switchMatch = (lights == switchOnIdx);
  always_comb begin
		LEDR[9] = !simonsTurn;
		LEDR[8:4] = lightAllSl ? 5'b11111 : 5'b00000;
		LEDR[3] = lightAllSl ? 1 : switchOnIdx == 3 ? 1 : (lightRndSl ? lights == 3 : 0);
		LEDR[2] = lightAllSl ? 1 : switchOnIdx == 2 ? 1 : (lightRndSl ? lights == 2 : 0);
		LEDR[1] = lightAllSl ? 1 : switchOnIdx == 1 ? 1 : (lightRndSl ? lights == 1 : 0);
		LEDR[0] = lightAllSl ? 1 : switchOnIdx == 0 ? 1 : (lightRndSl ? lights == 0 : 0);
		if (fini) begin
			HEX5 = 7'b0001001;
		end else begin
			HEX5 = 7'b1111111;
		end
  end
   bcd2hex sc1 (.hexSeg(HEX4), .bcd(score[7:4]));
   bcd2hex sc0 (.hexSeg(HEX3), .bcd(score[3:0]));
   bcd2hex seq1 (.hexSeg(HEX1), .bcd(seqVal[7:4]));
   bcd2hex seq0 (.hexSeg(HEX0), .bcd(seqVal[3:0]));
   simonStmach statemach (  
        .fini(fini),
        .timerCntEn(timerCntEn),
        .timerRst(timerRst),                
        .uTimerCntEn(uTimerCntEn),     
        .uTimerRst(uTimerRst),
        .scoreCntEn(scoreCntEn),
        .scoreCntRst(scoreCntRst),
        .rndSeqEn(rndSeqEn),
        .rndSeqRst(rndSeqRst),
        .seqCntEn(seqCntEn),
        .seqCntRst(seqCntRst),
        .lightAllSl(lightAllSl),
        .lightRndSl(lightRndSl),
        .simonsTurn(simonsTurn), 
        .timerGtN(timerGtN),
        .timerOut(timerOut),
        .uTimerOut(uTimerOut),     
        .seqEqScore(seqEqScore),
        .anySwitch(anySwitch),
        .switchMatch(switchMatch),
        .clk(clk),
        .rst(rst));
endmodule                 
module poly #(
	      parameter WIDTH = 8 )
   (output logic [WIDTH-1:0] val,
    input logic [WIDTH-1:0] seed,  
    input logic [WIDTH-1:0] taps,  
    input logic enab,  
    input logic rst,  
    input logic clk);
   logic [WIDTH-1:0] 	     nextVal;
   logic 		     inp;
   assign inp  = ^(val & taps);
   always_comb begin
      if (rst)
		  nextVal = seed;
      else
	if (enab)
	  nextVal = {val[WIDTH-2:0], inp};
	else
	  nextVal = val;
   end
   always_ff @(posedge clk) begin
      val <= nextVal;
   end
endmodule
module simonStmach (
    output logic       timerCntEn,  
    output logic       timerRst,  
    output logic       uTimerCntEn,  
    output logic       uTimerRst,  
    output logic       scoreCntEn,  
    output logic       scoreCntRst,  
    output logic       rndSeqEn,  
    output logic       rndSeqRst,  
    output logic       seqCntEn,  
    output logic       seqCntRst,  
    output logic       lightAllSl,  
    output logic       lightRndSl,  
    output logic       simonsTurn,  
    output logic       fini,
    input logic        timerGtN,  
    input logic        timerOut,  
    input logic        uTimerOut,  
    input logic        seqEqScore,  
    input logic        anySwitch,  
    input logic        switchMatch,  
    input 	       clk,
    input 	       rst);
   typedef enum {
                 Idle, IdlePause, Play, PlayPause, Rec, RecWait, Fail } state_t;
   state_t curState;
   state_t nxtState;
   always_ff @(posedge clk)
     begin
       if (rst)
         curState <= Idle;
       else
         curState <= nxtState;
     end 
   always_comb begin
      timerCntEn = 0;
      timerRst = 0;
      uTimerCntEn = 0;
      uTimerRst = 0;
      scoreCntEn = 0;
      scoreCntRst = 0;
      rndSeqEn = 0;
      rndSeqRst = 0;
      seqCntEn = 0;
      seqCntRst = 0;
      lightAllSl = 0;
      lightRndSl = 0;
      simonsTurn = 1;  
      fini = 0;
    unique case (curState)
      Idle : begin
			timerCntEn = 1;
			timerRst = rst;
			lightAllSl = 1;
			scoreCntRst = rst;
			seqCntRst = 1;
        nxtState = timerGtN ? curState : IdlePause;
      end
      IdlePause: begin
        timerCntEn = 1;
		  rndSeqRst = 1;
		  if (timerOut) begin
				nxtState = Play;
				scoreCntEn = 1;
				rndSeqEn = 1;
		  end else begin
				nxtState = curState;
		  end
      end
      Play: begin
			timerCntEn = 1;
			lightRndSl = 1;
			seqCntEn = 1;
			scoreCntEn = 0;
			if (timerGtN) begin
				nxtState = curState;
				seqCntEn = 0;
				scoreCntEn = 0;
			end else begin
				nxtState = PlayPause;
			end
      end
      PlayPause: begin
			timerCntEn = 1;
			uTimerRst = 1;			
			if (timerOut) begin
				if (seqEqScore) begin
					nxtState = Rec;
					seqCntRst = 1;
					rndSeqRst = 1;
					rndSeqEn = 1;
				end else begin
					nxtState = Play;
					rndSeqEn = 1;
				end
			end else begin
				nxtState = curState;
			end
      end
      Rec: begin
		  simonsTurn = 0;
		  uTimerCntEn = 1;
		  if (uTimerOut) begin
				nxtState = Fail;
		  end else if (anySwitch) begin
				if (switchMatch) begin	
					nxtState = RecWait;
					seqCntEn = 1;
				end else begin
					nxtState = Fail;
				end
		  end else begin
				nxtState = curState;
		  end
      end
      RecWait: begin		
			simonsTurn = 0;
			uTimerCntEn = 1;
			if (uTimerOut) begin   
				nxtState = Fail;
			end else begin
				if (!anySwitch) begin  
					if (seqEqScore) begin
						nxtState = Idle;
					end else begin   
						uTimerRst = 1;
						rndSeqEn = 1;
						nxtState = Rec;
					end
				end else begin  
					nxtState = curState;
				end
			end
		end
      Fail: begin
			fini = 1;
			lightAllSl = 1;
         nxtState = curState;
      end
     endcase  
   end  
endmodule
</file>
<file path="flow/run.sh">
#!/bin/bash
# OpenROAD 26Q1-2900-gdf79404cd8, Yosys 0.63+post, stock flow scripts
make -C /OpenROAD-flow-scripts/flow DESIGN_CONFIG=/design/flow/config.mk WORK_HOME=/design/flow/orfs finish
</file>
==> CHANGELOG.md <==
## Implementation

- CTS Buf Count: 9
- Tool warnings: 44
- Filler Cells Inserted: 893
- Crit-path cells: clkdlybuf4s50_1, or3b_4, o21ai_2, o21ai_2, o21a_4, o41a_2, nor2_1, ha_1, nand3_1, o21ai_2, o32a_1
- TNS Setup: 0 ps
- Die Wd: 104.3 um
- DRT iter0 DRCs: approximately 130
- Met3 wire len: 387 um
- Vias: 3542
- CP delay by family, top: AND-OR/OR-AND gates
- Mapped Cells: around 500
- Final Skew: 10.67 ps
- Die ar.: 10880 sq um
- Sink Count: 71
- Vias in the first global route: 3323
- Htree depth: 3
- Tmin final: 3032 ps
- Area leader share: around a third
- Clk root buf: clkbuf_8
- Worst setup SP type: input port
- Comb area leader: simple AND/OR/NAND/NOR gates
- GRT Total Usage: between 10% and 20%
- Status: finished clean
- F_max: 329.9 MHz
- Critical path buffers and inverters: 1
- Crit Path Class: in -> reg
- R2R Path End: seq1.hexSeg[3]
- Max Cap Viol: 0
- Critical Path AT: 3260 ps
- Ys cells: 494
- Vias per inst: 4.947
- Post-cts hold-fix buffer tally: 0
- Final std cells w/o fill: ~720
- Required time worst endpoint: 3430 ps
- IO Pins: 57
- Reg-to-reg critical path startpoint: poly.val[4]
- Clock buffer depth: 2
- Max layer used: met4
- Max-slew violations: 0
- Cell count of the worst reg-to-reg path: 10
- Most common reg cell: dfxtp_1
- Clock Latency Late Sink: 340 ps
- Critical path depth in cells: 11
- Most frequent cells in the layout: dfxtp_1 (66), nand2_1 (61), clkdlybuf4s50_1 (53), nor2_1 (50), buf_4 (46)
- Slew headroom: a little under three fifths
- Yosys simple share: slightly above 20%
- Reg area: 1471 sq um
- Yosys top cell by area: dfxtp_1
- Met1 wire length: 4.347 mm
- Mux cell area share: under 10%
- Final Cycle Share: 94.74%
- Core Box Area: 9955 sq um
- Init Core Util: 42.07%
- FF+latch count, synth: 71
- CP Max Fanout: 6
- Leak: 2.122 nW
- Dpl hpwl: 6.263 mm
- Xor/xnor share: ~6.2%
- Hold_sp: poly.val[0]
- Hold path cells: 2
- Antenna fix cells: 0
- CTS tree: done
- Placed cell count: around 700
- Final RePlAce weighted congestion: 0.8550
- Comb gate area: 2421 sq um
- Ys Warns: 0
- First-pass GRT wire length: 14.97 mm
- Routed WL per cell: 11.78 um
- # rows: 36
- Synth Seq Share: 35.14%
- Worst Hold End: poly.val[0]
- Yosys Chip Area: ~4200 sq um
- Ao+oa area frac: 18.76%
- Most used logic cell in the final layout: dfxtp_1
- CP endpoint kind: flop
- Worst Tran Pin Value: 653.5 ps
- EDFF count, synth: 5
- Top cells by area: dfxtp_1 (32%), ha_1 (7.8%), nand2_1 (5.5%), nor2_1 (4.5%), a21oi_1 (3.7%)
- Layout area overhead: 25.49%
- DRT Pass-1 Iters: 4
- DRC viols: 0
- Slowest CP cell: clkdlybuf4s50_1
- Synth Area per Inst: 8.477 sq um
- RSZ-0062 raised after global routing: false
- Clk slew on worst S/H paths: 70 ps
- Hold/Removal Path Class: reg -> reg
- CP peak stage delay: about 480 ps
- Gr ovfl total: 0
- Final WL: 8.437 mm
- Final-report hold violation count: 0
- Cell Type Count: 69
- Setup-failing EPs final: 0
- Asr flop ratio synth: 0%
- Final ANT Viol Nets: 0
- Adder Area Share: just under 8%
- Power density over the cells: 416.4 nW/um^2
- FF-to-FF setup slack: 360 ps
- Most frequent CP cell: o21ai_2
- Met2 WL: ~3.6 mm
- Initial antenna violation count: 0
- Vertical die size: 104.3 um
- Worst IR Drop VDD: 241.5 uV
- Share of cells above drive strength 1: between 10% and 20%
- Largest net degree at the start of global routing: 17
- Post-Syn Area: 4188 sq um
- Port Buffers: 53
worst min-delay path, delay by kind of cell, from the launching register on:
kind / cells / cell delay (ps)
and+or+nand+nor: 1 / 70
AOI/OAI and AO/OA: 1 / 80
DFF: 1 / 320
metrics by stage:
| stage | hold WS, ps | worst slack, ps | util [%] | instance area (sq um) | total power, mW |
|---|---|---|---|---|---|
| 2_1_floorplan | 459.8 | 261.9 | - | 4192 | 1.359 |
| 3_3_place_gp | 480.3 | -179.3 | 50.78 | 5055 | 1.492 |
| 3_5_place_dp | 478.6 | -171.2 | 50.78 | 5055 | 1.497 |
| 4_1_cts | 496.8 | 186.2 | 52.75 | 5251 | 2.219 |
| 5_1_grt | 509.3 | 48.15 | 52.79 | 5255 | 2.330 |
| 6_report | 497.3 | 168.3 | 52.79 | 5255 | 2.188 |
worst max-delay path by stage:
| stage | end | from |
|---|---|---|
| CTS | seq1.hexSeg[3] | SW[0] |
| global route | seq0.hexSeg[5] | SW[0] |
| finish | seq1.hexSeg[3] | SW[0] |
power breakdown:
group	total [mW]	internal, mW	switching [mW]	leakage, nW
logic	0.446	0.216	0.231	1.44
registers	1.04	0.963	0.0732	0.581
clock network	0.706	0.377	0.328	0.102
cell type report:
type,instances,area share [%]
multi-input cells,364,46.07
flip-flops and latches,71,28.00
repair buffers,99,16.67
well taps,133,3.167
clock buffers,10,2.619
inverters,33,2.357
clock inverters,6,1.119
registers in the layout, summed over array words and instances (netlist names):
name	flops
Cnt.val	6
seq1.hexSeg	7
timerCnt.val	6
sc1.hexSeg	7
scoreCnt.val	8
statemach.curState	7
sequenceCnt.val	8
poly.val	8
sc0.hexSeg	7
seq0.hexSeg	7
synth_stat cells, drive strengths merged, types with 3 or more instances:
master  number
nand4        5
a21oi       32
and3         6
or2          4
xnor2       13
xor2        16
buf         24
o22ai        7
o32ai        4
and2         4
nand3       15
nand2       62
a211oi       5
mux2i       13
nor4         7
edfxtp       5
nor3         8
o21a         4
ha          26
nor2        51
o211ai       9
dfxtp       66
o21ai       22
clkbuf       3
a32oi        3
inv         33
mux2         4
nand2b      10
o31ai        3
metal layers:
metal	up-vias	track usage (%)
met5	-	0
met4	0	2.551
met3	7	2.553
met2	81	24.98
met1	1576	25.36
li1	1878	-
kinds of logic after synthesis:
| family | Yosys count |
|---|---|
| buffers and inverters | 60 |
| adder cells (fa/ha/maj) | 26 |
| AND/OR/NAND/NOR | 181 |
| flip-flops | 71 |
| AND-OR/OR-AND | 109 |
| XOR/XNOR | 29 |
| other | 1 |
| multiplexers | 17 |
timing repair:
item                       CTS  global route
gates resized                0             1
buffers inserted             0             0
setup endpoints to repair    0             1
Power figures rest on the tool's default switching activity, not on a simulated workload.
